### design/flow/run.sh
#!/bin/bash
# OpenROAD 26Q1-2900-gdf79404cd8, Yosys 0.63+post, stock flow scripts
make -C /OpenROAD-flow-scripts/flow DESIGN_CONFIG=/design/flow/config.mk WORK_HOME=/design/flow/orfs finish
### design/flow/config.mk
export PLATFORM = sky130hd
export DESIGN_NAME = BDC_7SEGx
export DESIGN_NICKNAME = BDC_7SEGx
export VERILOG_FILES = /design/flow/design.v
export SDC_FILE = /design/flow/constraint.sdc
export NUM_CORES = 4
export LEC_CHECK = 1
export CORE_UTILIZATION = 30
### design/flow/constraint.sdc
current_design BDC_7SEGx

set clk_period 2.6
set clk_io_pct 0.2

create_clock -name clk0 -period $clk_period [get_ports {CLK}]

set non_clock_inputs [all_inputs -no_clocks]
set_input_delay [expr $clk_period * $clk_io_pct] -clock clk0 $non_clock_inputs
set_output_delay [expr $clk_period * $clk_io_pct] -clock clk0 [all_outputs]
### design/flow/design.v
module BDC_7SEGx(
    input [27:0] code,
    input CLK,
    output reg [7:0] BCD0, BCD1, BCD2, BCD3, BCD4, BCD5, BCD6
);
initial begin
    BCD0 = 7'b0111111;
    BCD1 = 7'b0111111;
    BCD2 = 7'b0111111;
    BCD3 = 7'b0111111;
    BCD4 = 7'b0111111;
    BCD5 = 7'b0111111;
    BCD6 = 7'b0111111;
end
always @ (posedge CLK) begin
        case(code[3:0])
            4'b0000: BCD0 = 7'b1000000;
            4'b0001: BCD0 = 7'b1111001;
            4'b0010: BCD0 = 7'b0100100;
            4'b0011: BCD0 = 7'b0110000;
            4'b0100: BCD0 = 7'b0011001;
            4'b0101: BCD0 = 7'b0010010;
            4'b0110: BCD0 = 7'b0000010;
            4'b0111: BCD0 = 7'b1111000;
            4'b1000: BCD0 = 7'b0000000;
            4'b1001: BCD0 = 7'b0011000;
            4'b1010: BCD0 = 7'b0111111;
        endcase
        case(code[7:4])
            4'b0000: BCD1 = 7'b1000000;
            4'b0001: BCD1 = 7'b1111001;
            4'b0010: BCD1 = 7'b0100100;
            4'b0011: BCD1 = 7'b0110000;
            4'b0100: BCD1 = 7'b0011001;
            4'b0101: BCD1 = 7'b0010010;
            4'b0110: BCD1 = 7'b0000010;
            4'b0111: BCD1 = 7'b1111000;
            4'b1000: BCD1 = 7'b0000000;
            4'b1001: BCD1 = 7'b0011000;
            4'b1010: BCD1 = 7'b0111111;
        endcase
        case(code[11:8])
            4'b0000: BCD2 = 7'b1000000;
            4'b0001: BCD2 = 7'b1111001;
            4'b0010: BCD2 = 7'b0100100;
            4'b0011: BCD2 = 7'b0110000;
            4'b0100: BCD2 = 7'b0011001;
            4'b0101: BCD2 = 7'b0010010;
            4'b0110: BCD2 = 7'b0000010;
            4'b0111: BCD2 = 7'b1111000;
            4'b1000: BCD2 = 7'b0000000;
            4'b1001: BCD2 = 7'b0011000;
            4'b1010: BCD2 = 7'b0111111;
        endcase
        case(code[15:12])
            4'b0000: BCD3 = 7'b1000000;
            4'b0001: BCD3 = 7'b1111001;
            4'b0010: BCD3 = 7'b0100100;
            4'b0011: BCD3 = 7'b0110000;
            4'b0100: BCD3 = 7'b0011001;
            4'b0101: BCD3 = 7'b0010010;
            4'b0110: BCD3 = 7'b0000010;
            4'b0111: BCD3 = 7'b1111000;
            4'b1000: BCD3 = 7'b0000000;
            4'b1001: BCD3 = 7'b0011000;
            4'b1010: BCD3 = 7'b0111111;
        endcase
        case(code[19:16])
            4'b0000: BCD4 = 7'b1000000;
            4'b0001: BCD4 = 7'b1111001;
            4'b0010: BCD4 = 7'b0100100;
            4'b0011: BCD4 = 7'b0110000;
            4'b0100: BCD4 = 7'b0011001;
            4'b0101: BCD4 = 7'b0010010;
            4'b0110: BCD4 = 7'b0000010;
            4'b0111: BCD4 = 7'b1111000;
            4'b1000: BCD4 = 7'b0000000;
            4'b1001: BCD4 = 7'b0011000;
            4'b1010: BCD4 = 7'b0111111;
        endcase
        case(code[23:20])
            4'b0000: BCD5 = 7'b1000000;
            4'b0001: BCD5 = 7'b1111001;
            4'b0010: BCD5 = 7'b0100100;
            4'b0011: BCD5 = 7'b0110000;
            4'b0100: BCD5 = 7'b0011001;
            4'b0101: BCD5 = 7'b0010010;
            4'b0110: BCD5 = 7'b0000010;
            4'b0111: BCD5 = 7'b1111000;
            4'b1000: BCD5 = 7'b0000000;
            4'b1001: BCD5 = 7'b0011000;
            4'b1010: BCD5 = 7'b0111111;
        endcase
        case(code[27:24])
            4'b0000: BCD6 = 7'b1000000;
            4'b0001: BCD6 = 7'b1111001;
            4'b0010: BCD6 = 7'b0100100;
            4'b0011: BCD6 = 7'b0110000;
            4'b0100: BCD6 = 7'b0011001;
            4'b0101: BCD6 = 7'b0010010;
            4'b0110: BCD6 = 7'b0000010;
            4'b0111: BCD6 = 7'b1111000;
            4'b1000: BCD6 = 7'b0000000;
            4'b1001: BCD6 = 7'b0011000;
            4'b1010: BCD6 = 7'b0111111;
        endcase
end
endmodule
==> flow_summary.yaml <==
# yosys + openroad results
routing:
  viasPerCell: 4.43
  drt_wl_total_mm: 4.93
  drt_iter0_markers: 31
  n_antenna_cell: 0
  ant_nets: 0
  drc: 0
  post_drt_wl_per_cell_um: 11.0
  dr.pass1.iters: 6
  vias: 1978
synthesis:
  synth_seq_share_pct: 49.6
  ys_area_um2: 2970
  synth.cellmix.xorXnorShare_pct: 5.32
  synth-seq-cells: 49
  ys_sh_aoi_pct: 16.4
  simple_gate_share_pct: 16.1
  ys_sh_mux_pct: 2.36
  ys_types: 29
  syn_area_um2: 2970
  yosys_warnings: 1
  synth.cellmix.adderShare_pct: 0
  yosys_cells: 252
  logic_family: "AND-OR/OR-AND gates"
  syn_inst: 252
  avgSynthCellArea_um2: 11.8
setup_path:
  crit_path_start_kind: "input port"
  critPathSlowestCell: "clkdlybuf4s50_1"
  cpPeakStageDelay_ns: 0.55
  path_max_fanout: 10
  critPathKind: "input port to flip-flop"
  crit_arrival_ns: 1.77
  cp.required_ns: 2.61
  cp-end-kind: "flip-flop"
  path_cells: "clkdlybuf4s50_1 > and2_1 > o21ai_0 > buf_4"
timing:
  rsz0062_at_grt: "false"
  relSlewSlack_pct: 65.2
  setup_viol: 0
  period_needed_ns: 1.76
  setup_ws_ns: 0.836
  setup_tns_ns: 0
  hold_slack_ns: 1.12
  fmax_ghz: 0.567
  final_hold_viol_count: 0
  timing.final.crit_share_pct: 67.8
  tightest_slew_ns: 0.520
  slew_viol_final: 0
die:
  die-area_um2: 10300
  fp_util_pct: 31.5
  dieHeight_um: 101
  core_area_um2: 9420
  io_pins: 85
  fp.dieW_um: 101
  rows: 35
grt:
  grt_usage_pct: 9.93
  overflow: 0
  grt_pass1_vias: 1686
  grt_pass1_wl_mm: 7.91
  antenna_found_initial: 0
  grt_max_degree: 15
pwr:
  p_leak_uw: 0.00134
  p_per_area_nw_per_um2: 510
  p_total_uw: 1940
  ir_drop_uv: 231
layout:
  utilization_pct: 40.4
  drive_above_1_share_pct: 11.7
  area_delta_synth_final_pct: 28.1
  mostFrequentLayoutCell: "clkdlybuf4s50_1"
  final_cell_mix: "clkdlybuf4s50_1, edfxtp_1, nand2_1"
hold_path:
  hold_path_class: "input port to flip-flop"
  whs_endpoint: "BCD4[2]"
  hold_depth: 3
  min_from: "code[16]"
status:
  status: "completed"
clocking:
  cts_buffers: 5
  postCtsSetupBuffers: 0
  clkTransAtPathRegs_ns: 0.08
  cts_resized: 0
  cts.htree.levels: 2
  cts_root_buf: "clkbuf_8"
  cts_hold_buf: 0
  cts_max_path_buffers: 2
  cts.sinks: 49
  cts_tree: "yes"
job:
  cap_violations: 0
  tool_warnings: 25
place:
  pre_cts_slack_ns: 0.530
  hpwl_mm: 3.75
  port_buffers: 77
  gp_congestion: 0.856
[worst max-delay path, delay by kind of cell]
family,cells,cell delay (ns)
AOI/OAI and AO/OA,1,0.25
buffers and inverters,2,0.76
and+or+nand+nor,1,0.24
[cells in the mapped netlist, drive strengths merged]
library cell | instances | share of area (%)
or2b | 2 | 0.51
nor3b | 7 | 3.2
nand4bb | 3 | 1.1
and2 | 8 | 1.7
a221oi | 6 | 3.0
a22o | 7 | 2.1
nand2b | 12 | 2.5
xor2 | 4 | 1.2
nor3 | 12 | 2.0
edfxtp | 49 | 50
conb | 1 | 0.13
mux2i | 7 | 2.4
buf | 35 | 10
o31ai | 8 | 2.7
o21ai | 21 | 3.5
a21oi | 7 | 1.2
o21bai | 7 | 1.8
nor2 | 15 | 2.0
xnor2 | 14 | 4.1
nand2 | 16 | 2.0
o211ai | 7 | 2.1
nand3b | 4 | 1.0
[final cells by class]
cell class	instances	area [µm²]
well taps	129	161
clock buffers	5	68.8
clock inverters	2	35.0
repair buffers	87	846
multi-input cells	174	1220
flip-flops and latches	49	1470
fillers	882	5620
[per-stage QoR]
stage | std cells | area (µm²)
3_5_place_dp | 439 | 3700
6_report | 446 | 3800
3_3_place_gp | 439 | 3700
2_1_floorplan | 258 | 2990
4_1_cts | 446 | 3800
5_1_grt | 446 | 3800
[registers in the layout, summed over array words and instances (netlist names)]
name  flops
BCD6      7
BCD3      7
BCD5      7
BCD0      7
BCD4      7
BCD1      7
BCD2      7
[worst max-delay path by stage]
stage | startpoint | to | slack [ns] | depth (start not counted)
CTS | code[20] | BCD5[0] | 0.85 | 4
global route | code[8] | BCD2[2] | 0.72 | 4
finish | code[17] | BCD4[1] | 0.84 | 4
[cell families after synthesis]
kind of cell              count (synthesis)
muxes                                     7
other                                     1
AOI/OAI and AO/OA                        63
xor gates and xnor gates                 18
and+or+nand+nor                          79
buffers and inverters                    35
DFF                                      49
[power breakdown]
group / internal (µW) / switching [µW]
clock network: 280 / 229
logic: 271 / 153
registers: 979 / 27.6
total: 1530 / 410
[routing by layer]
metal / GRT usage, % / share of wire (%) / vias up
met5: 0 / 0 / -
met4: 1.11 / 1.3 / 0
met3: 3.71 / 8.4 / 6
met2: 14.2 / 43 / 60
met1: 15.4 / 47 / 877
li1: - / - / 1035
Power is estimated from default activity; no workload was simulated.
